`flow/constraint.sdc`:
```
current_design FIR_core

set clk_period 103.7
set clk_io_pct 0.2

create_clock -name clk0 -period $clk_period [get_ports {clk}]
create_clock -name clk1 -period $clk_period [get_ports {clk1}]

set non_clock_inputs [all_inputs -no_clocks]
set_input_delay [expr $clk_period * $clk_io_pct] -clock clk0 $non_clock_inputs
set_output_delay [expr $clk_period * $clk_io_pct] -clock clk0 [all_outputs]
```
`flow/design.v`:
```
`timescale 1us/1ns
module ALU (
    input          rstn,        
    input          clk2,        
    input          enable,      
    input [15:0]  cout,        
    input [15:0]  x_in,        
    output reg done,            
    output reg [15:0] data_out  
);
    reg [31:0] yout_r;           
    reg [31:0] d_out;
    reg [63:0] sum;
    reg [5:0] acc_count;        
            reg [4:0] exponent;
            reg [9:0] mantissa;
    always @(posedge clk2 or negedge rstn) begin
        if (~rstn) begin
            d_out <= 32'b0;            
        end else if (enable) begin
            d_out <= cout * x_in;      
        end
    end
    always @(posedge clk2 or negedge rstn) begin
        if (!rstn) begin
            sum <= 32'b0;              
            acc_count <= 6'b0;         
        end else if (enable) begin
            if (acc_count < 6'd63) begin
                sum <= sum + d_out;    
                acc_count <= acc_count + 1'b1;  
            end else begin
                acc_count <= 6'b0;     
                sum <= 0;    
            end
        end
    end
    always @(posedge clk2 or negedge rstn) begin
        if (!rstn) begin
            yout_r <= 32'b0;           
            done <= 1'b0;              
        end else if (acc_count == 6'd63) begin
            yout_r <= sum;             
            done <= 1'b1;              
        end
        else begin done <= 1'b0;             
        end
    end
    always @(posedge clk2 or negedge rstn) begin
        if (!rstn) begin
            data_out <= 16'b0;         
        end else if (done) begin
            exponent = 5'b01010;  
            mantissa = yout_r[22:13];   
            data_out <= {1'b0, exponent, mantissa};
        end
    end
endmodule
`timescale 1us/1ns
module CMEM #(
    parameter DATA_WIDTH = 16,   
    parameter DEPTH = 64         
) (
    input clk,                   
    input rstn,                  
    input cload,                 
    input [$clog2(DEPTH)-1:0] caddr,  
    input [DATA_WIDTH-1:0] cin,  
    input rd_en,                 
    output reg [DATA_WIDTH-1:0] data_out,  
    output reg readco_done       
);
    reg [DATA_WIDTH-1:0] memory [0:DEPTH-1];  
    reg [6:0] count;   
    always @(posedge clk or negedge rstn) begin
        if (!rstn) begin
        end else if (cload) begin
            memory[caddr] <= cin;  
        end
    end
    always @(posedge clk or negedge rstn) begin
        if (!rstn) begin
            data_out <= 0;
            readco_done <= 0;  
        end else if (rd_en) begin
            data_out <= memory[count];  
            if (count == DEPTH - 1) begin
                readco_done <= 1;  
            end else begin
                readco_done <= 0;  
            end
        end
    end
    always @(posedge clk or negedge rstn) begin
        if (!rstn) begin
            count <= 0;  
        end else if (rd_en) begin
            if (count == DEPTH - 1) begin
                count <= 0;  
            end else begin
                count <= count + 1;  
            end
        end
    end
endmodule
module FIFO #(
    parameter DATA_WIDTH = 16,   
    parameter DEPTH = 4          
) (
    input clk_wr,                
    input clk_rd,                
    input rstn,                  
    input wr_en,                 
    input rd_en,                 
    input [DATA_WIDTH-1:0] data_in,  
    output reg [DATA_WIDTH-1:0] FIFO_out,  
    output full,                 
    output empty                 
);
    reg [DATA_WIDTH-1:0] fifo [0:DEPTH-1];
    reg [$clog2(DEPTH):0] write_pointer;
    reg [$clog2(DEPTH):0] read_pointer;
    reg [$clog2(DEPTH):0] wr_counter;  
    reg [$clog2(DEPTH):0] rd_counter;  
    wire [$clog2(DEPTH):0] fifo_count = wr_counter - rd_counter;
    assign full = (fifo_count == DEPTH);
    assign empty = (fifo_count == 0);
    always @(posedge clk_wr or negedge rstn) begin
        if (!rstn) begin
            write_pointer <= 0;
            wr_counter <= 0;
        end else if (wr_en && !full) begin
            fifo[write_pointer] <= data_in;                
            write_pointer <= (write_pointer + 1) % DEPTH;  
            wr_counter <= wr_counter + 1;                 
        end
    end
    always @(posedge clk_rd or negedge rstn) begin
        if (!rstn) begin
            read_pointer <= 0;
            FIFO_out <= 0;
            rd_counter <= 0;
        end else if (rd_en && !empty) begin
            FIFO_out <= fifo[read_pointer];                
            read_pointer <= (read_pointer + 1) % DEPTH;    
            rd_counter <= rd_counter + 1;                 
        end
    end
endmodule
`timescale 1us/1ns
module FIR_core(
    input clk,  
    input clk1,  
    input rstn,  
    input [15:0] cin,  
    input [$clog2(64)-1:0] caddr,  
    input cload,  
    input valid_in,  
    input [15:0] input_data,  
    output reg valid_out,  
    output [15:0] output_data  
);
    localparam IDLE = 3'b000;
    localparam LOAD_COEFFICIENTS = 3'b001;
    localparam READ_FIFO = 3'b010;
    localparam READ_MEM = 3'b011;  
    localparam PROCESS = 3'b100;
    localparam OUTPUT = 3'b101;
    localparam SHIFT = 3'b110;
    reg [2:0] state;
    reg [2:0] next_state;
    reg wr_en;
    reg rd_en;
    wire [15:0] FIFO_out;
    wire full;
    wire empty;
    reg crd;
    wire [15:0] CMEM_OUT;
    wire readco_done;
    reg start;         
    reg shift_enable;   
    wire [15:0] IMEM_OUT;
    wire shift_done;
    wire read_done;
    reg ALU_enable;
    wire done;
    FIFO #(
        .DATA_WIDTH(16),
        .DEPTH(4)
    ) fifo_uut(
        .clk_wr(clk1),   
        .clk_rd(clk),  
        .rstn(rstn),
        .wr_en(wr_en),
        .rd_en(rd_en),
        .data_in(input_data),
        .FIFO_out(FIFO_out),
        .full(full),
        .empty(empty)
    );
    CMEM #(
        .DATA_WIDTH(16),
        .DEPTH(64)
    ) cmem_uut(
        .clk(clk),   
        .rstn(rstn),
        .cload(cload),
        .caddr(caddr),
        .cin(cin),
        .rd_en(crd),
        .data_out(CMEM_OUT),
        .readco_done(readco_done)
    );
    IMEM #(
        .DATA_WIDTH(16),
        .DEPTH(64)
    ) imem_uut(
        .clk(clk),  
        .rstn(rstn),
        .start(start),
        .shift_enable(shift_enable),
        .FIFO_out(FIFO_out),
        .serial_out(IMEM_OUT),
        .shift_done(shift_done),
        .read_done(read_done)
    );
    ALU alu_uut(
        .rstn(rstn),
        .clk2(clk),
        .enable(ALU_enable),
        .cout(CMEM_OUT),
        .x_in(IMEM_OUT),
        .done(done),
        .data_out(output_data)
    );
always @(posedge clk or negedge rstn) begin
    if (~rstn)
        state <= IDLE;
    else
        state <= next_state;
end
always @(*) begin
    case (state)
        IDLE: begin  
            if (valid_in)begin
                next_state = LOAD_COEFFICIENTS;
            end
            else
            begin
                next_state = IDLE;
            end
        end
        LOAD_COEFFICIENTS: begin  
            if (~cload)  begin 
                next_state = READ_FIFO;
            end
            else
            begin
                next_state = LOAD_COEFFICIENTS;
            end
        end
        READ_FIFO: begin  
            if (~empty)  begin 
                next_state = SHIFT;
            end
            else begin
                next_state = READ_FIFO;
            end
        end
        SHIFT: begin  
            if (shift_done)  begin 
                next_state = PROCESS;
            end
            else
                next_state = SHIFT;
        end
        READ_MEM: begin  
            if (readco_done)   
                next_state = PROCESS;
            else
                next_state = READ_MEM;
        end
        PROCESS: begin  
            if (done)   
                next_state = OUTPUT;
            else
                next_state = PROCESS;
        end
        OUTPUT: begin  
            next_state = READ_FIFO;   
        end
        default: next_state = IDLE;
    endcase
end
always @(*) begin
    if (~rstn) begin
        valid_out <= 0;
        wr_en <= 0;
        rd_en <= 0;
        crd <= 0;
        start <= 0;
        shift_enable <= 0;
        ALU_enable <= 0;
    end else begin
        case (state)
            IDLE: begin
                valid_out <= 0;
                wr_en <= 0;
                rd_en <= 0;
                crd <= 0;
                start <= 0;
                shift_enable <= 0;
                ALU_enable <= 0;
            end
            LOAD_COEFFICIENTS: begin
               wr_en <= 1;  
            end
            READ_FIFO: begin
                wr_en <= 1;  
                rd_en <= 1;  
                valid_out <= 0;  
            end
            SHIFT: begin
                wr_en <= 1;  
                shift_enable <= 1;  
            end
            READ_MEM: begin
                wr_en <= 1;  
                start <= 1;  
                crd <= 1;  
                shift_enable <= 0;  
            end
            PROCESS: begin
                wr_en <= 1;  
                ALU_enable <= 1;  
                start <= 1;  
                crd <= 1;  
                shift_enable <= 0;  
            end
            OUTPUT: begin
                wr_en <= 1;  
                valid_out <= 1;  
                ALU_enable <= 0;  
                start <=0;  
                crd <= 0;  
            end
            default: begin
                valid_out <= 0;
            end
        endcase
    end
end
endmodule
`timescale 1us/1ns
module IMEM #(
    parameter DATA_WIDTH = 16,   
    parameter DEPTH = 64         
) (
    input clk,                   
    input rstn,                  
    input start,                 
    input shift_enable,          
    input [15:0] FIFO_out,       
    output reg [DATA_WIDTH-1:0] serial_out,   
    output reg shift_done,       
    output reg read_done        
);
    reg [DATA_WIDTH-1:0] memory [0:DEPTH-1];
    reg [5:0] count;             
    integer i;
    always @(posedge clk or negedge rstn) begin
        if (!rstn) begin
            count <= 0;  
        end else if (start) begin
            if (count == DEPTH - 1) begin
                count <= 0;  
            end else begin
                count <= count + 1;  
            end
        end
    end
    always @(posedge clk or negedge rstn) begin
        if (!rstn) begin
            for (i = 0; i < DEPTH; i = i + 1) begin
                memory[i] <= 0;  
            end
            shift_done <= 0;  
        end else if (shift_enable && ~shift_done) begin
            for (i = 0; i < DEPTH-1; i = i + 1) begin
                memory[i] <= memory[i+1];  
            end
            memory[DEPTH-1] <= FIFO_out;  
            shift_done <= 1;  
        end else begin
            shift_done <= 0;  
        end
    end
    always @(posedge clk or negedge rstn) begin
        if (!rstn) begin
            serial_out <= 0;  
            read_done <= 0;  
        end else if (start) begin
            serial_out <= memory[count];  
            if (count == DEPTH - 1) begin
                read_done <= 1;  
                count <= 0;  
            end else begin
                read_done <= 0;  
            end
        end
    end
endmodule
```
`flow/run.sh`:
```
#!/bin/bash
# OpenROAD 26Q1-2900-gdf79404cd8, Yosys 0.63+post, stock flow scripts
make -C /OpenROAD-flow-scripts/flow DESIGN_CONFIG=/design/flow/config.mk WORK_HOME=/design/flow/orfs finish
```
`flow/config.mk`:
```
export PLATFORM = sky130hd
export DESIGN_NAME = FIR_core
export DESIGN_NICKNAME = FIR_core
export VERILOG_FILES = /design/flow/design.v
export SDC_FILE = /design/flow/constraint.sdc
export NUM_CORES = 4
export LEC_CHECK = 1
export CORE_UTILIZATION = 30
```
==> results_dict.tcl <==
# metrics dict for downstream scripts
set metrics [dict create \
    status "finished, final reports clean" \
    grt_max_degree 182 \
    synthCells 8019 \
    vias 59916 \
    final.setup_skew_ns 0.105 \
    path_clk_slew_ns 0.06 \
    ant_nets 0 \
    ir_drop_mv 0.0162 \
    hold_buffers 16 \
    drt_iter0_drc 4905 \
    synth_area_um2 91500 \
    async_flop_share_pct 51.7 \
    end_kind "async pin" \
    hold_viol_final 0 \
    drt_pass1_iterations 5 \
    placed_area_um2 97300 \
    drc 0 \
    hpwl_um 187000 \
    largest_area_cell "edfxtp_1" \
    grt_pass1_wl_um 427000 \
    tightestPinTransition_ns 1.20 \
    track_usage_pct 20.3 \
    crit_type "in2async" \
    synth.distinct_cells 76 \
    synthTopCellsByArea "edfxtp_1 36%, dfrtp_1 32%, nand2_1 14%, a22oi_1 3.8%, fa_1 3.5%" \
    edf_count 1088 \
    cts_resized 0 \
    path_max_fanout 104 \
    gr-total-overflow 0 \
    ys_warn_count 20 \
    viasPerCell 4.84 \
    cap_violations 0 \
    dieArea_um2 307000 \
    initCoreUtil_pct 30.2 \
    die_h_um 554 \
    row_count 202 \
    untimed_endpoints 7 \
    place_congestion 1.07 \
    hold_class "reg2reg" \
    grt_pass1_vias 61476 \
    chipWidth_um 554 \
    setup_tns_ns 0 \
    leakagePower_uw 0.0471 \
    ioPinCount 60 \
    finalSetupViolCount 0 \
    ff_type "dfrtp_1" \
    ys.flops 2266 \
    cp-start-kind "primary input" \
    slew_viol_final 0 \
    cp.arrival_ns 23.79 \
    layout_setup_ws_ns 80.80 \
    antenna_found_initial 20 \
    unclocked_pins 6 \
    warning_count 64 \
    power.density_nw_per_um2 18.3 \
    top_area_share_pct 35.7 \
    worst_ep_required_time_ns 104.60 \
    wl_per_cell_um 23.7 \
    slew_headroom_pct 20.0 \
    dp_slack_ns 79.75 \
    core_um2 303000 \
    cts_setup_buffers 0 \
    syn_avg_cell_area_um2 11.4 \
    numPortBuffers 54 \
    ys_cells 8019 \
    yosys-stat-area_um2 91500 \
    area_growth_pct 15.2 \
    fin_area_um2 105000 \
    rsz0062_at_grt "false" \
    drive_gt1_share_pct 8.25 \
    cts_tree "done" \
    wl_um 293000 \
]
## Yosys cell counts, types with 14 or more instances
master	number
nor2_1	199
xnor2_1	40
a21oi_1	74
mux2_2	43
o21ai_0	49
nand4_1	59
clkbuf_1	352
a211oi_1	18
xor2_1	26
nand3_1	44
dfrtp_1	1171
o2bb2ai_1	17
fa_1	161
nand2_1	3453
inv_1	236
a22oi_1	463
a222oi_1	29
nor3_1	45
buf_2	14
nor4_1	32
edfxtp_1	1088
and2_1	102
ha_1	105
## report_power, final
| part | leakage [µW] | switching, µW | internal (µW) | total [µW] |
|---|---|---|---|---|
| Combinational | 0.0172 | 75.1 | 22.1 | 97.3 |
| Sequential | 0.0261 | 16.4 | 951 | 968 |
| Clock | 0.00388 | 355 | 505 | 860 |
## worst paths after layout
kind / startpoint / end / slack [ns] / cells after the start
max: rstn / imem_uut.memory[4][1]$_DFFE_PN0P_ / 80.80 / 5
min: fifo_uut.fifo[1][7]$_DFFE_PP_ / fifo_uut.FIFO_out[7]$_DFFE_PN0P_ / 0.12 / 4
max reg2reg: cmem_uut.data_out[9]$_DFFE_PN0P_ / alu_uut.d_out[22]$_DFFE_PN0P_ / 97.30 / 19
min reg2reg: fifo_uut.fifo[1][7]$_DFFE_PP_ / fifo_uut.FIFO_out[7]$_DFFE_PN0P_ / 0.12 / 4
max in group clk0: cload / cmem_uut.memory[5][2]$_DFFE_PP_ / 81.15 / 7
max in group clk1: rstn / fifo_uut.fifo[0][0]$_DFFE_PP_ / 81.70 / 2
min in group clk1: fifo_uut.wr_counter[2]$_DFFE_PN0P_ / fifo_uut.wr_counter[2]$_DFFE_PN0P_ / 0.50 / 1
min in group asynchronous: rstn / imem_uut.memory[34][5]$_DFFE_PN0P_ / 19.81 / 1
## sequential cells by signal, indices dropped and copies added, names as in the netlist, 10 cells and up
name,flops
cmem_uut.memory,1024
imem_uut.memory,1024
fifo_uut.fifo,64
alu_uut.d_out,23
alu_uut.sum,23
cmem_uut.data_out,16
fifo_uut.FIFO_out,16
imem_uut.serial_out,16
alu_uut.data_out,11
alu_uut.yout_r,10
## routing by layer
metal  part of all wire [%]  global-route usage, %  vias up
met2                     42                   27.6     2793
li1                       -                      -    27200
met3                     16                   14.3      637
met5                   0.60                   4.91        -
met4                    6.3                   9.92       42
met1                     36                   23.9    29244
## stage by stage
| step | total power (µW) | utilization (%) | std cells | hold WS (ns) |
|---|---|---|---|---|
| after floorplan | 1020 | - | 8022 | 0.422 |
| after global placement | 1080 | 32.1 | 11905 | 0.447 |
| after global routing | 1980 | 34.8 | 12366 | 0.148 |
| after detailed placement | 1080 | 32.1 | 11905 | 0.448 |
| after CTS | 1940 | 34.8 | 12357 | 0.0622 |
| final | 1930 | 34.8 | 12371 | 0.117 |
## final cells by class
cell class,count,area [µm²]
diodes,14,35.0
clock buffers,317,6660
clock inverters,119,1220
fillers,28823,198000
inverters,237,897
multi-input cells,5133,27000
flip-flops and latches,2266,62100
well taps,3978,4980
repair buffers,307,2480
## cell usage in the layout, fill, tap and decap left out, types with 105 or more instances in the layout
master     instances
edfxtp_1        1088
fa_1             161
a22oi_1          463
buf_4            232
ha_1             105
inv_1            236
nor2_1           195
clkbuf_16        246
dfrtp_1         1171
nand2_1         3453
## critical path, stage by stage
cell	delay (ns)
buf_16	0.30
buf_4	0.67
buf_4	0.62
buf_4	0.65
buf_4	0.59
## logic make-up after synthesis
family	share of synthesized area [%]
flip-flops	67.8
XOR/XNOR	0.632
buffers and inverters	2.63
latches	0.0985
adder cells (fa/ha/maj)	4.96
other	0.00410
multiplexers	0.584
AND/OR/NAND/NOR	17.4
AND-OR/OR-AND	5.89
Power is estimated from default activity; no workload was simulated.
